==> config.mk <==
export PLATFORM = sky130hd
export DESIGN_NAME = PREAMBLE
export DESIGN_NICKNAME = PREAMBLE
export VERILOG_FILES = /design/flow/design.v
export SDC_FILE = /design/flow/constraint.sdc
export NUM_CORES = 4
export LEC_CHECK = 1
export CORE_AREA = 10 10 113 113
export DIE_AREA = 0 0 123 123
==> design.v <==
`timescale 1ns/1ps
module PREAMBLE #(
    parameter integer C_DATA_WIDTH = 16,
    parameter integer C_FRAME_LEN  = 10
)(
    input  wire                      clk_i,
    input  wire                      rst_i,
    input  wire [C_DATA_WIDTH-1:0]   s_axis_tdata,
    input  wire                      s_axis_tvalid,
    output wire                      s_axis_tready,
    input  wire                      s_axis_tlast,
    output wire [C_DATA_WIDTH-1:0]   m_axis_tdata,
    output wire                      m_axis_tvalid,
    input  wire                      m_axis_tready,
    output wire                      m_axis_tlast
);
    localparam integer              C_PREAMBLE_LEN = 16;
    localparam [C_PREAMBLE_LEN-1:0] C_PREAMBLE_PATTERN = 16'hABCD;
    localparam [1:0]
        C_IDLE          = 2'b00,    
        C_SEND_PREAMBLE = 2'b01,
        C_SEND_DATA     = 2'b11;
    reg [C_DATA_WIDTH-1:0] s_tdata_ff,  s_tdata_ff_next;
    reg                    s_tlast_ff,  s_tlast_ff_next;
    reg                    s_tvalid_ff, s_tvalid_ff_next;
    reg  [1:0] state, state_next;
    reg [C_DATA_WIDTH-1:0] m_tdata_ff,  m_tdata_ff_next;
    reg                    m_tlast_ff,  m_tlast_ff_next;
    reg                    m_tvalid_ff, m_tvalid_ff_next;
    reg                    m_tready_ff, m_tready_ff_next;
    reg [( 
    (C_FRAME_LEN) <= 2 ? 1 : 
    (C_FRAME_LEN) <= 4 ? 2 : 
    (C_FRAME_LEN) <= 8 ? 3 : 
    (C_FRAME_LEN) <= 16 ? 4 : 
    (C_FRAME_LEN) <= 32 ? 5 : 
    (C_FRAME_LEN) <= 64 ? 6 : 
    (C_FRAME_LEN) <= 128 ? 7 : 
    (C_FRAME_LEN) <= 256 ? 8 : 
    (C_FRAME_LEN) <= 512 ? 9 : 10 )-1 : 0] frame_cnt , frame_cnt_next;
    wire output_handshake ;
    wire input_handshake  ;
    assign input_handshake  = (s_axis_tvalid && s_axis_tready);
    assign output_handshake = (m_axis_tvalid && m_axis_tready);
    always @(*) begin
        state_next    = state;
        s_tdata_ff_next  = s_tdata_ff;
        s_tlast_ff_next  = s_tlast_ff;
        s_tvalid_ff_next = s_tvalid_ff;
        m_tdata_ff_next  = m_tdata_ff;
        m_tlast_ff_next  = m_tlast_ff;
        m_tvalid_ff_next = m_tvalid_ff;
        m_tready_ff_next = m_tready_ff;
        case (state)
            C_IDLE: begin
                if(input_handshake) begin
                    m_tdata_ff_next  = C_PREAMBLE_PATTERN;
                    s_tdata_ff_next  = s_axis_tdata;
                    s_tlast_ff_next  = s_axis_tlast;
                    state_next       = C_SEND_PREAMBLE;
                    m_tlast_ff_next = 1'b0;
                    m_tvalid_ff_next = 1'b1;
                end
            end
            C_SEND_PREAMBLE: begin
                if(output_handshake) begin
                    state_next = C_SEND_DATA;
                    m_tdata_ff_next = s_tdata_ff_next;
                    m_tlast_ff_next = s_tlast_ff;
                    m_tvalid_ff_next = 1'b0;
                end
            end
            C_SEND_DATA: begin
                if (m_tlast_ff) begin
                    state_next  = C_IDLE;
                    m_tvalid_ff_next = 1'b0;
                end
                else begin
                    m_tdata_ff_next  = s_axis_tdata;
                    m_tlast_ff_next  = s_axis_tlast;
                    m_tvalid_ff_next = s_axis_tvalid;
                end
            end
        endcase
    end
    always @(posedge clk_i) begin
        if (rst_i) begin
            state       <= C_IDLE;
            s_tlast_ff  <= 1'b0;
            s_tvalid_ff <= 1'b0;
            m_tlast_ff  <= 1'b0;
            m_tvalid_ff <= 1'b0;
            frame_cnt   <= 0;
        end 
        else begin
            state       <= state_next;
            s_tdata_ff  <= s_tdata_ff_next;
            s_tlast_ff  <= s_tlast_ff_next;
            s_tvalid_ff <= s_tvalid_ff_next;
            m_tdata_ff  <= m_tdata_ff_next;
            m_tlast_ff  <= m_tlast_ff_next;
            m_tvalid_ff <= m_tvalid_ff_next; 
            m_tready_ff <= m_tready_ff_next;
        end
    end
    assign s_axis_tready = output_handshake || (~m_tvalid_ff);
    assign m_axis_tdata  = m_tdata_ff;
    assign m_axis_tvalid = m_tvalid_ff;
    assign m_axis_tlast  = m_tlast_ff;
endmodule
==> run.sh <==
#!/bin/bash
# OpenROAD 26Q1-2900-gdf79404cd8, Yosys 0.63+post, stock flow scripts
make -C /OpenROAD-flow-scripts/flow DESIGN_CONFIG=/design/flow/config.mk WORK_HOME=/design/flow/orfs finish
==> constraint.sdc <==
current_design PREAMBLE

set clk_period 4.5
set clk_io_pct 0.2

create_clock -name clk0 -period $clk_period [get_ports {clk_i}]

set non_clock_inputs [all_inputs -no_clocks]
set_input_delay [expr $clk_period * $clk_io_pct] -clock clk0 $non_clock_inputs
set_output_delay [expr $clk_period * $clk_io_pct] -clock clk0 [all_outputs]
==> metrics.cfg <==
[global_route]
grt_pass1_vias=939
track_usage_pct=4.476
use_met3_pct=1.896
grt_max_degree=23
use_met1_pct=5.872
gr-total-overflow=0
grt_first_pass_wirelength_um=5285
top_usage_layer=met2
antenna_found_initial=0
use_met2_pct=6.861

[worst_setup_path]
cp-end-kind=primary output
critPathLaunchType=primary input
worst_ep_required_time_ns=3.60
worst_ep_arrival_time_ns=2.05
r2r_end=m_tdata_ff[14]
path_class=primary input to primary output
worstRegToRegCells=4
crit_path_start=m_axis_tready
cp_max_fo=3
rrSetupSlack_ns=1.59
r2r-start=state[1]

[yosys]
synth_cells=99
numSynthFlops=38
ys_area_um2=1445
ys_seq_share_pct=74.81
syn_area_per_cell_um2=14.60
netlist_area_um2=1445
area_leaders=edfxtp_1, dfxtp_1, a22oi_1, nand2_1, a22o_1
synth_cell_types=22
netlist.area_leader.share_pct=66.49
largest_area_cell=edfxtp_1
ys_warn_count=1
yosys-stat-cells=99

[final_timing]
setup_slack_ns=1.546
grt_setup_unrepaired=false
fin_tns_setup_ns=0
slew_headroom_pct=40.41
max_freq_mhz=338.6
worstMarginPinSlew_ns=0.8929
drv_slew=0
hold_viol_final=0
clock_skew_ns=0.002509
finalCriticalPeriod_ns=2.954
setup_viol=0
finalCritPeriodShare_pct=65.64

[clock_tree]
clkSinkCount=38
clk_pin_slew_worst_paths_ns=0.08
max-clock-path-buffers=2
root_buffer=clkbuf_8
numCtsBuffers=5
cts_hold_buf=0
cts_tree=done
clk_latency_ns=0.28
post_cts_buffers=0
cts_resized=0
htreeDepth=2

[power]
power_density_nw_per_um2=400.2
p_leak_nw=0.6859
ir_drop_uv=149.2

[floorplanning]
chipHeight_um=123
fp.dieW_um=123
num_rows=37
initial_core_util_pct=14.00
die_area_um2=15130
core_um2=10320
ios=40

[placement]
place_ws_ns=1.349
routabilityCongestion=0.7446
port-buffer-count=39
hpwl_um=2608

[route]
drt_pre_antenna_iters=4
drc_errors=0
drt_wl_total_um=3557
drt_iter0_drc=35
diodes=0
avgRoutedWirePerCell_um=12.84
num_vias=956
vias_per_cell=3.451
ant_nets=0

[job]
maxCapViolations=0
tool_warnings=25

[cells_and_area]
area_delta_synth_final_pct=47.19
layout-drive-gt1-share_pct=9.220
utilization_pct=20.60

[hold_path]
min_from=state[0]
min_path_cells=2
holdPathEnd=state[0]
hp-class=flip-flop to flip-flop

[status]
status=complete, no violations

-- power breakdown --
| group | total (mW) | internal [mW] | switching [mW] |
|---|---|---|---|
| Clock | 0.345 | 0.222 | 0.122 |
| Sequential | 0.422 | 0.407 | 0.0149 |
| Combinational | 0.0848 | 0.0493 | 0.0355 |
-- final cells by class --
cell class / instances / area, um^2
Clock buffer: 5 / 68.82
Tap cell: 136 / 170.2
Clock inverter: 3 / 68.82
Sequential cell: 38 / 1081
Multi-Input combinational cell: 55 / 344.1
Timing Repair Buffer: 39 / 390.4
Fill cell: 1089 / 8197
Inverter: 1 / 3.754
-- per-stage QoR --
step	cells	area, um^2	hold WS (ns)	power, mW
finish	277	2127	0.4984	0.8512
global route	277	2127	0.5112	0.8905
CTS	277	2127	0.4919	0.8686
detailed placement	269	1989	0.4787	0.5171
global placement	269	1989	0.4803	0.5149
floorplan	99	1445	0.4329	0.4598
-- placed cells by master, fill, tap and decap left out --
cell type,netlist,routed
nor2_2,0,1
a22oi_1,9,9
a22o_1,6,6
a311oi_1,1,1
and3_1,1,1
and2_1,2,2
nand2_2,1,1
mux2i_1,2,2
or4_4,1,1
bufinv_16,0,2
dfxtp_1,6,6
a221oi_2,1,1
inv_1,1,1
a21oi_1,5,5
nand2_1,16,16
o21ba_2,1,1
clkbuf_8,0,5
or2_1,1,1
nor2_1,2,1
clkdlybuf4s50_1,0,39
or2b_1,1,1
clkinv_4,0,1
nand3_1,4,4
nor3_1,1,1
edfxtp_1,32,32
-- cells by family after synthesis --
family	Yosys count	synth area share, %
flip-flops	38	74.81
AND/OR/NAND/NOR	30	9.871
AND-OR/OR-AND	23	12.38
buffers and inverters	6	1.558
multiplexers	2	1.385
-- how the worst max path moves through the flow --
stage | endpoint | slack, ns | cells past startpoint
finish | s_axis_tready | 1.55 | 3
global route | m_tdata_ff[2] | 1.35 | 4
CTS | m_tdata_ff[7] | 1.53 | 4
-- synthesized netlist by cell type, drive strengths merged --
cell	count
nor2	2
buf	1
and3	1
nand3	4
nand2	17
edfxtp	32
inv	1
or4	1
a311oi	1
nor3	1
o21ba	1
and2	2
mux2i	2
a22o	6
a221oi	1
or2	1
clkbuf	4
dfxtp	6
a21oi	5
or2b	1
a22oi	9
-- routing by layer --
| metal | routed length (um) | vias to the layer above |
|---|---|---|
| li1 | - | 459 |
| met2 | 1697 | 33 |
| met4 | 85 | 0 |
| met5 | 0 | - |
| met1 | 1424 | 456 |
| met3 | 350 | 8 |
-- sequential cells by signal, summed over array words and instances (netlist names) --
register	count
m_tdata_ff	16
m_tlast_ff	1
m_tvalid_ff	1
s_tdata_ff	16
s_tlast_ff	1
state	3
-- critical path, stage by stage --
cell and delay, ns:
clkdlybuf4s50_1 0.46, or2b_1 0.27, clkdlybuf4s50_1 0.42
No activity file was given, so power comes from the tool's default toggle rates.
